**design/flow/design.v**
```verilog
module stack  (clock, push, pop, result, in);
    input push, pop, clock;
    input [11:0] in;
    output reg [11:0] result;
    reg [11:0] registers [7:0];
    reg [2:0]top = 0;
    always @(posedge clock)begin
	    if(push)begin
	    	registers[top] = in;
	    	top = top + 1;
	    end
	    else if (pop) begin
	    	result <= registers[top - 1];
	    	top = top - 1;
	    end
	end
endmodule
```
**design/flow/run.sh**
```bash
#!/bin/bash
# OpenROAD 26Q1-2900-gdf79404cd8, Yosys 0.63+post, stock flow scripts
make -C /OpenROAD-flow-scripts/flow DESIGN_CONFIG=/design/flow/config.mk WORK_HOME=/design/flow/orfs finish
```
**design/flow/config.mk**
```make
export PLATFORM = sky130hd
export DESIGN_NAME = stack
export DESIGN_NICKNAME = stack
export VERILOG_FILES = /design/flow/design.v
export SDC_FILE = /design/flow/constraint.sdc
export NUM_CORES = 4
export LEC_CHECK = 1
export CORE_UTILIZATION = 40
```
**design/flow/constraint.sdc**
```tcl
current_design stack

set clk_period 3.5
set clk_io_pct 0.2

create_clock -name clk0 -period $clk_period [get_ports {clock}]

set non_clock_inputs [all_inputs -no_clocks]
set_input_delay [expr $clk_period * $clk_io_pct] -clock clk0 $non_clock_inputs
set_output_delay [expr $clk_period * $clk_io_pct] -clock clk0 [all_outputs]
```
==> flow_metrics.py <==
# Metrics from the implementation run
metrics = {
    "route": {
        "num_vias": 2386,
        "drt_iter0_markers": 131,
        "via_per_inst": 5.49,
        "drc_errors": 0,
        "drtPass1Iterations": 4,
        "drt-total-wl_um": 8340,
        "num_antenna_cells": 0,
        "ant_nets": 0,
        "wl_per_cell_um": 19.2,
    },
    "clocking": {
        "cts_tree": "done",
        "clock_latency_ns": 0.36,
        "cts_inserted_buffers": 9,
        "clk_pin_slew_ns": 0.10,
        "cts_root_buffer": "clkbuf_8",
        "post_cts_buffers": 0,
        "clock_sinks": 111,
        "cts_resized": 0,
        "cts_hold_buffers": 0,
        "clock_path_buffers": 2,
        "ctsHtreeMaxLevel": 3,
    },
    "worst_setup_path": {
        "worstSetupEndpointType": "register",
        "start_kind": "register",
        "cp_common_cell": "ha_1",
        "crit_path_top_delay_cell": "and3b_1",
        "slowest_delay_ns": 0.65,
        "path_cells": "inv_1 -> ha_1 -> ha_1 -> nor3b_1 -> o21ai_0 -> and3b_1",
        "crit_type": "reg2reg",
        "crit_required_ns": 3.50,
        "cp.arrival_ns": 2.67,
        "cp_max_fo": 12,
    },
    "yosys": {
        "ys_seq_frac": 0.775,
        "ys_chip_area_um2": 4300,
        "yosys.cell_types.count": 32,
        "synth_warnings": 2,
        "yosys_cells": 256,
        "avgSynthCellArea_um2": 16.8,
        "synth_flops": 111,
        "synth_cells": 256,
        "synth_area_um2": 4300,
    },
    "flow_run": {
        "drv_cap": 0,
        "warnings": 34,
    },
    "global_route": {
        "grt_pass1_vias": 2491,
        "antenna_found_initial": 0,
        "grt_pass1_wl_um": 13200,
        "grt_max_degree": 26,
        "track_usage": 0.172,
        "gr-total-overflow": 0,
    },
    "final_timing": {
        "maxSlewViolCount": 0,
        "grt_setup_unrepaired": "false",
        "maxSlewHeadroom": 0.468,
        "fmax_ghz": 0.375,
        "setup_viol": 0,
        "skew_ns": 0.00844,
        "finalSetupTns_ns": 0,
        "finalCritPeriodShare": 0.763,
        "tightest_slew_ns": 0.798,
        "fin_crit_ns": 2.67,
        "hold_viol": 0,
    },
    "power_and_ir_drop": {
        "power_switching_uw": 1290,
        "p_leak_uw": 0.00169,
        "swShare": 0.320,
        "power_density_nw_per_um2": 808,
        "internal_power_uw": 2750,
        "p_clk_frac": 0.187,
        "seqPwrFrac": 0.494,
        "peakVddDrop_mv": 0.288,
        "p_comb_frac": 0.319,
    },
    "finish": {
        "finalNonFillerCells": 435,
        "lay_top_cells": "111 x edfxtp_1, 26 x nand2_1, 26 x clkdlybuf4s50_1, 15 x buf_4, 14 x a22oi_1",
        "mostFrequentLayoutCell": "edfxtp_1",
        "syn2layout_area_growth_pct": 16.3,
        "drive_gt1_frac": 0.134,
    },
    "floorplan": {
        "fp_util": 0.415,
        "die_h_um": 106,
        "pin_count": 27,
        "core_area_um2": 10400,
        "die_x_um": 106,
        "chipArea_um2": 11200,
        "rows": 37,
    },
    "place": {
        "portBuffers": 26,
        "place_inst": 420,
        "dp_hpwl_um": 5190,
        "globalplace.congestion": 0.818,
    },
    "worst_hold_path": {
        "min_path_type": "reg2reg",
    },
    "status": {
        "status": "complete, no violations",
    },
}
registers in the layout, summed over array words and instances, names as in the netlist:
register	count
top	3
result	12
registers	96
critical path: cells and delay by family (launching register included):
kind | cells | cell delay [ns]
AND-OR/OR-AND | 1 | 0.22
AND/OR/NAND/NOR | 2 | 0.91
flip-flops | 1 | 0.52
adder cells (fa/ha/maj) | 2 | 0.50
buffers and inverters | 1 | 0.15
power by group through the flow:
stage         Sequential (uW)  Combinational, uW  Clock (uW)
global route             2030               1430         821
CTS                      2000               1300         775
finish                   2000               1290         754
kinds of logic (layout without fill, tap and decap cells):
logic type	Yosys count	in the layout	share of synthesized area
AOI/OAI and AO/OA	57	57	0.100
buffers and inverters	20	63	0.0221
DFF	111	111	0.775
xor gates and xnor gates	1	1	0.00204
adders and majority gates	12	12	0.0349
muxes	1	1	0.00233
and+or+nand+nor	54	54	0.0632
cell usage after synthesis:
cell,n,share of area
a211oi_1,3,0.0052
a21oi_1,12,0.014
a222oi_1,10,0.023
a22o_1,10,0.020
a22oi_1,14,0.024
a31oi_1,4,0.0058
a32o_1,2,0.0047
and3b_1,1,0.0020
buf_2,4,0.0047
buf_4,2,0.0035
buf_6,1,0.0026
clkbuf_1,6,0.0052
edfxtp_1,111,0.78
ha_1,12,0.035
inv_1,7,0.0061
mux2i_1,1,0.0023
nand2_1,26,0.023
nand2b_1,1,0.0015
nand3_1,10,0.012
nor2_1,3,0.0026
nor2b_1,1,0.0015
nor2b_2,1,0.0020
nor3_1,2,0.0023
nor3_4,1,0.0038
nor3b_1,1,0.0017
nor4_1,3,0.0044
nor4b_1,1,0.0020
o21ai_0,2,0.0023
or2_2,1,0.0015
or2_4,1,0.0020
or3_1,1,0.0015
xnor2_1,1,0.0020
area by class of cell:
type	instances	area (um^2)
fillers	905	5370
flip-flops and latches	111	3330
multi-input cells	125	902
repair buffers	41	373
well taps	136	170
clock buffers	9	124
clock inverters	6	70.1
inverters	7	26.3
metal layers:
metal	wire [um]	up-vias	track usage
met3	841	17	0.0789
met4	192	0	0.0317
met5	0	-	0
met2	3840	114	0.254
met1	3460	1163	0.260
li1	-	1092	-
final timing paths:
kind                                                 from                        end  slack, ns  cells after the start
worst max register to register           top[0]$_DFFE_PP_  registers[4][7]$_DFFE_PP_       0.83                      6
worst max-delay path                     top[0]$_DFFE_PP_  registers[4][7]$_DFFE_PP_       0.83                      6
worst min-delay path            registers[0][1]$_DFFE_PP_        result[1]$_DFFE_PP_       0.55                      1
worst min register to register  registers[0][1]$_DFFE_PP_        result[1]$_DFFE_PP_       0.55                      1
per-stage QoR:
stage	total power (uW)	util	cell area, um^2	setup slack (ns)	hold slack [ns]
3_5_place_dp	3330	0.463	4800	0.666	0.527
6_report	4040	0.482	5000	0.831	0.550
4_1_cts	4080	0.482	5000	0.822	0.552
2_1_floorplan	2800	-	4300	0.437	0.512
3_3_place_gp	3310	0.463	4800	0.688	0.520
5_1_grt	4280	0.482	5000	0.645	0.567
No activity file was given, so power comes from the tool's default toggle rates.
