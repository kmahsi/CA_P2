--- ./constraint.sdc ---
current_design registerFile

set clk_period 2.1
set clk_io_pct 0.2

create_clock -name clk0 -period $clk_period [get_ports {clock}]

set non_clock_inputs [all_inputs -no_clocks]
set_input_delay [expr $clk_period * $clk_io_pct] -clock clk0 $non_clock_inputs
set_output_delay [expr $clk_period * $clk_io_pct] -clock clk0 [all_outputs]
--- ./run.sh ---
#!/bin/bash
# OpenROAD 26Q1-2900-gdf79404cd8, Yosys 0.63+post, stock flow scripts
make -C /OpenROAD-flow-scripts/flow DESIGN_CONFIG=/design/flow/config.mk WORK_HOME=/design/flow/orfs finish
--- ./design.v ---
module registerFile(clock, regWrite, writeRegister, writeData, readRegister1, readRegister2, readData1, readData2);
  input clock, regWrite;
  input [2:0] readRegister1, readRegister2, writeRegister;
  input [7:0] writeData;
  output [7:0] readData2, readData1;
  reg[7:0] registers[7:0]; 
  assign readData1 = registers[readRegister1];
  assign readData2 = registers[readRegister2];
  always @(posedge clock) begin
    if (regWrite)begin
      registers[writeRegister] <= writeData;
    end
    registers[0] = 0;
  end
endmodule
--- ./config.mk ---
export PLATFORM = sky130hd
export DESIGN_NAME = registerFile
export DESIGN_NICKNAME = registerFile
export VERILOG_FILES = /design/flow/design.v
export SDC_FILE = /design/flow/constraint.sdc
export NUM_CORES = 4
export LEC_CHECK = 1
export CORE_UTILIZATION = 40
==> GITHUB_STEP_SUMMARY <==
## PnR job results

| Metric | Value |
|---|---|
| Mean Syn Cell Area | 15.8 µm² |
| Final Util | 0.557 |
| Critical-path top delay cell | mux2_4 |
| #FFs+latches synth | 56 |
| Pwr dens | 576 nW/µm² |
| Post-synth seq share | 0.594 |
| Comb. cell area | 1170 µm² |
| Cells in synth_stat.txt | around 180 |
| Async SR Flop Fraction | 0 |
| Critical Path RT | ~1.7 ns |
| Synthesized area | approximately 2800 µm² |
| Hold Path End | registers[7][6] |
| 1st-pass router iterations | 4 |
| Cell family with most CP delay | buffers and inverters |
| Dpl hpwl | 4.42 mm |
| Cell taking the most area after synthesis | edfxtp_1 |
| Post-DP Area | 3380 µm² |
| Total Routed Length | 6.51 mm |
| Final setup margin | 0.0537 ns |
| Min-delay src | writeData[6] |
| Post-synth top area share | 0.594 |
| Final-report setup violation count | 0 |
| RSZ-0062 raised after global routing | true |
| Via/cell ratio | 5.57 |
| Root Driver | clkbuf_8 |
| Largest reg by FF count | registers |
| Largest register FFs | 56 |
| WL/cell | 18.9 µm |
| Stage-log warning count | 27 |
| Final slew viol count | 0 |
| Max cap viols | 0 |
| Crit end category | output pin |
| I/O pin cnt | 35 |
| Final tally of hold violations | 0 |
| Max_slew headroom | 0.829 |
| Top Registers | registers: 56 flops |
| Distinct lib cells used | 22 |
| Tcrit/Tclk final | 0.974 |
| Starting DRT DRC Count | 70 |
| Cts bufs inserted | 5 |
| Die height | between 80 and 90 µm |
| Least-Margin Pin Slew | 0.254 ns |
| Via total after detailed routing | 1921 |
| Critical path, cell by cell | buf_4, buf_6, buf_4, mux2_4, a221oi_4, a221oi_2, dlygate4sd2_1 |
| CTS tree | yes |
| Total power | around 2.2 mW |
| Post-layout minimum cycle time | between 2 and 2.5 ns |
| H-tree level count | 2 |
| Clk buf depth | 2 |
| Final Cell Area | 3810 µm² |
| Setup WS pre-CTS | -0.638 ns |
| Total track usage | 0.203 |
| Final std cells w/o fill | 345 |
| Die Wd | 86.1 µm |
| Peak supply drop | 0.307 mV |
| Crit Path Max Fanout | 5 |
| Yosys Chip Area | approximately 2800 µm² |
| CTS clk-pin slew, worst paths | 0.08 ns |
| Commonest cells in the netlist | 56 x edfxtp_1, 24 x mux2i_1, 13 x a221oi_1 |
| Most frequent CP cell | buf_4 |
| Largest net degree at the start of global routing | 15 |
| Share of cells above drive strength 1 | 0.430 |
| Sink Count | 56 |
| Rows | 30 |
| Static Leak | about 1.4 nW |
| Worst Path Buf+Inv | 4 |
| Top_reg_cell synth | edfxtp_1 |
| Global route overflow | 0 |
| Status | completed |
| Top cells by area | edfxtp_1 59%, mux2i_1 8.5%, a221oi_2 5.8%, mux2_4 4.2%, a221oi_1 4.0% |
| Setup CP Type | in2out |
| Slowest Stage Delay on Critical Path | 0.30 ns |
| Hold depth | 1 |
| First-pass GRT wire length | between 10 and 15 mm |
| Final ANT Viol Nets | 0 |
| Sequential cell area | 1680 µm² |
| Achievable Freq | 489 MHz |
| # DRC | 0 |
| Fillers | 530 |
| Core area | 6830 µm² |
| Synth warn | 1 |
| GPL Wtd Cong | approximately 0.85 |
| Area delta synth->final | 34.5% |
| Hold crit path type | in2reg |
| Inst Count DP | 323 |
| Gate Count Post-Synth | about 180 |
| Setup crit start kind | input port |
| Vias in the first global route | 2093 |
| Port Buffers | 34 |
| Die area | 7420 µm² |
| Initial antenna violation count | 0 |
| Initial core utilization | 0.414 |
| Post-synth EDFFs | approximately 56 |
| Yosys top cell by instances | edfxtp_1 |
| Critical Path AT | 1.63 ns |
| Antenna fix cells | 0 |
-- report_power, final --
part / total [mW] / internal [mW] / switching (mW)
Clock: 0.502 / 0.216 / 0.287
Combinational: 0.403 / 0.226 / 0.177
Sequential: 1.29 / 1.27 / 0.0191
Total: 2.19 / 1.71 / 0.483
-- logic make-up after synthesis --
kind of cell / synth area share
muxes: 0.159
and+or+nand+nor: 0.0477
buffers and inverters: 0.0544
AOI/OAI and AO/OA: 0.145
DFF: 0.594
-- worst max path at each step --
stage | slack (ns) | start | end | cells after the start
CTS | -0.06 | readRegister1[1] | readData1[2] | 6
global route | -0.02 | readRegister1[1] | readData1[4] | 7
finish | 0.05 | readRegister1[1] | readData1[4] | 7
-- cell usage in the layout (no fill, tap or decap) --
cell	count
edfxtp_1	56
buf_4	38
mux2i_1	24
a221oi_2	19
clkdlybuf4s50_1	12
dlygate4sd2_1	12
buf_6	11
mux2_4	10
nor2b_1	9
a211oi_1	7
a311oi_1	7
mux2_2	6
nor2_1	6
a221oi_4	5
clkbuf_8	5
nand2b_1	3
nand2_1	2
buf_2	2
clkdlybuf4s15_1	2
buf_12	2
nand2b_4	1
a211oi_2	1
a311oi_2	1
nor2b_4	1
and2_4	1
nor2b_2	1
nor3_1	1
bufbuf_16	1
clkdlybuf4s15_2	1
dlymetal6s2s_1	1
clkbuf_2	1
-- metrics by stage --
stage,hold slack (ns),TNS [ns]
6_report,0.826,0
3_5_place_dp,1.14,-9.02
5_1_grt,0.843,-0.0243
3_3_place_gp,1.10,-8.81
4_1_cts,0.821,-0.0571
2_1_floorplan,0.519,0
-- final cells by class --
cell class              instances  area share
well taps                      96      0.0315
multi-input cells             105       0.308
clock buffers                   5      0.0181
repair buffers                 83       0.201
flip-flops and latches         56       0.442
-- layer usage --
layer  wire, µm  global-route usage  vias to the layer above
met1       2740               0.288                      952
met5          0              0.0280                        -
met4         47              0.0197                        0
li1           -                   -                      873
met2       3060               0.298                       88
met3        658               0.115                        8
-- what timing repair did --
item | 4_1_cts | 5_1_grt
gates cloned | 1 | 0
pin swaps | 19 | 4
resized | 75 | 13
endpoints found under the setup margin | 16 | 6
endpoints found under the hold margin | 0 | 0
hold buffers | 0 | 0
buffers inserted | 6 | 10
Power figures rest on the tool's default switching activity, not on a simulated workload.
