--- design/flow/design.v ---
module dataMemory(clock, memWrite, memRead, address, data, out);
	input clock, memWrite, memRead;
	input[7:0] address, data;
	output reg[7:0] out;
	reg[7:0] word[255:0];
	always @(clock)begin
		word[8'd100] <= 8'd10;
		word[8'd101] <= 8'd7;
		word[8'd102] <= 8'd75;
		word[8'd103] <= 8'd9;	
		word[8'd104] <= 8'd3;
		word[8'd105] <= 8'd4;
		word[8'd106] <= 8'd5;
		word[8'd107] <= 8'd6;
		word[8'd108] <= 8'd7;
		word[8'd109] <= 8'd8;
		word[8'd110] <= 8'd9;
		word[8'd111] <= 8'd90;
		word[8'd112] <= 8'd10;
		word[8'd113] <= 8'd12;
		word[8'd114] <= 8'd13;
		word[8'd115] <= 8'd14;
		word[8'd116] <= 8'd15;
		word[8'd117] <= 8'd120;
		word[8'd118] <= 8'd1;
		word[8'd119] <= 8'd1;
		word[8'd120] <= 8'd1;
		word[8'd121] <= 8'd1;
	end
	always @(posedge clock) begin
		if (memWrite)begin
			word[address] <= data;
		end
	end
	always @(memRead , address) begin
		if (memRead)begin
			out <= word[address] ;
		end
	end
endmodule 
--- design/flow/constraint.sdc ---
current_design dataMemory

set clk_period 16.2
set clk_io_pct 0.2

create_clock -name clk0 -period $clk_period [get_ports {clock}]

set non_clock_inputs [all_inputs -no_clocks]
set_input_delay [expr $clk_period * $clk_io_pct] -clock clk0 $non_clock_inputs
set_output_delay [expr $clk_period * $clk_io_pct] -clock clk0 [all_outputs]
--- design/flow/config.mk ---
export PLATFORM = sky130hd
export DESIGN_NAME = dataMemory
export DESIGN_NICKNAME = dataMemory
export VERILOG_FILES = /design/flow/design.v
export SDC_FILE = /design/flow/constraint.sdc
export NUM_CORES = 4
export LEC_CHECK = 1
export CORE_UTILIZATION = 40
--- design/flow/run.sh ---
#!/bin/bash
# OpenROAD 26Q1-2900-gdf79404cd8, Yosys 0.63+post, stock flow scripts
make -C /OpenROAD-flow-scripts/flow DESIGN_CONFIG=/design/flow/config.mk WORK_HOME=/design/flow/orfs finish
==> out/metrics.json <==
{
  "critical_path": {
    "worst_path_most_repeated_cell": "sky130_fd_sc_hd__buf_4",
    "crit_required_ns": 16.72,
    "startpoint_type": "input port",
    "worst_setup_path_startpoint": "address[2]",
    "critPathMaxFanout": 47,
    "crit_chain": "buf_2 -> buf_4 -> nor4bb_4 -> buf_4 -> buf_4 -> buf_4 -> and3_1",
    "cp_slowest_stage_delay_ns": 0.73,
    "cp_top_family": "buffers and inverters",
    "critPathArrivalTime_ns": 7.56,
    "crit_path_top_delay_cell": "sky130_fd_sc_hd__nor4bb_4",
    "cp-endpoint": "word[181][4]$_DFFE_PP_",
    "timing.critical_path.depth": 7,
    "timing_worst_setup_path_type": "in2reg",
    "timing.critical_path.buf_inv": 5,
    "critPathCaptureType": "flip-flop"
  },
  "logic_synthesis": {
    "postSynthRegisterBits": 1880,
    "postSynthAreaPerCell_um2": 16.30,
    "post_synth_num_cell_types": 87,
    "yosys_chip_area_mm2": 0.07281,
    "instance_count_of_the_mapped_netlist": 4467,
    "asyncSetResetFlopFracSynth_pct": 0,
    "postSynth.topFlopCell": "sky130_fd_sc_hd__edfxtp_1",
    "synth_warnings": 2,
    "edff_count_synth": 1872,
    "synth_area_mm2": 0.07281,
    "yosysCellCount": 4467
  },
  "sta": {
    "slew_headroom_pct": -11.09,
    "number_of_unconstrained_endpoints": 16,
    "slew_violations": 36,
    "timing.final.crit_period_ns": 7.035,
    "final_hold_viol_count": 0,
    "max_slew.worst_pin.slew_ns": 1.624,
    "share_of_the_cycle_needed_by_the_critical_path_after_routing_pct": 43.43,
    "achievable-frequency_mhz": 142.1,
    "grt_setup_unrepaired": "no",
    "final.setup.tns_ns": 0,
    "report.final.setup_viol": 0,
    "unclocked_pins": 8
  },
  "global_route": {
    "grt_pass1_wl_mm": 653.8,
    "vias_in_the_first_global_route": 60440,
    "gr-total-overflow": 0,
    "grt_start_max_net_pins": 73,
    "antenna_found_initial": 96,
    "grt_use_total_pct": 61.58
  },
  "drt": {
    "antenna_violating_nets_post_route": 0,
    "route.detailed.wl_per_inst_um": 69.89,
    "drt-total-wl_mm": 518.7,
    "first_pass_iters": 12,
    "dr_total_vias": 60550,
    "routed_via_density": 8.158,
    "route.detailed.drc": 0,
    "dr_iter_0_viols": 9354
  },
  "cells_and_area": {
    "logic_area_mm2": 0.01496,
    "dominant_logic_cell_type_in_the_layout": "sky130_fd_sc_hd__edfxtp_1",
    "flow.area_growth_from_synthesis_pct": 16.43,
    "drive_above_1_share_pct": 17.28,
    "layout_top_cells_excl_fill_tap": "1,872 x sky130_fd_sc_hd__edfxtp_1, 456 x sky130_fd_sc_hd__buf_4, 409 x sky130_fd_sc_hd__nand3_1, 330 x sky130_fd_sc_hd__a22oi_1, 242 x sky130_fd_sc_hd__nor2_1",
    "combined_flip_flop_and_latch_cell_area_mm2": 0.05633,
    "num-fill-cells": 15230,
    "post-route-util_pct": 46.90
  },
  "floorplan": {
    "core-area_mm2": 0.1807,
    "fp.dieW_um": 428.6,
    "die_area_mm2": 0.1837,
    "die_height_um": 428.6,
    "initial_utilization_pct": 40.28,
    "io_pins": 27,
    "placementRows": 156
  },
  "power": {
    "cellPowerDensity_mw_per_mm2": 124.4,
    "peakVddDrop_mv": 0.08587,
    "static-leakage-power_nw": 26.94
  },
  "cts": {
    "cts.reportedPaths.clkPinSlew_ns": 0.06,
    "clock_buffers_created_by_tritoncts": 196,
    "cts.repair.resized": 0,
    "postCtsSetupRepairBufs": 0,
    "holdBufCountCts": 0,
    "clock_path_buffers": 3,
    "cts_tree": "built",
    "cts_htree_levels": 4,
    "root_buffer": "sky130_fd_sc_hd__clkbuf_16"
  },
  "place": {
    "place.gp.congestion": 1.246,
    "port_buffers": 26,
    "dp_hpwl_mm": 362.8
  },
  "worst_hold_path": {
    "hold_path.class": "in2reg"
  },
  "job": {
    "max_cap_violations": 5,
    "warnings": 27
  },
  "outcome": {
    "violations": "capacitance limit, slew limit",
    "run_status": "finished with violations"
  }
}
[metrics by stage]
stage                     std cells  hold slack [ns]  area [µm²]  setup slack (ns)  total power [mW]
final                          7422            2.879       84770             9.165             10.55
after global routing           7387            2.885       84680             9.409             10.64
after CTS                      7318            2.842       84500             9.609             10.46
after detailed placement       6951            3.773       78000             8.675             5.918
after global placement         6951            3.769       78000             8.628             5.926
after floorplan                4467            3.339       72810             10.29             5.582
[state kept, by name, summed over array words and instances, names as in the netlist]
name  count
out       8
word   1872
[worst min path at each step]
stage	slack (ns)	cells past startpoint	to	start
4_1_cts	2.84	1	word[216][4]$_DFFE_PP_	data[4]
5_1_grt	2.89	1	word[216][4]$_DFFE_PP_	data[4]
6_report	2.88	1	word[245][1]$_DFFE_PP_	data[1]
[where the power goes]
group	total [mW]	internal, mW	switching, mW
sequential	5.35	5.34	0.00867
clock	4.67	2.64	2.04
combinational	0.521	0.0828	0.438
[cells in the mapped netlist, types with 41 or more instances]
master                     instances  area [µm²]
sky130_fd_sc_hd__edfxtp_1       1872       56210
sky130_fd_sc_hd__nand3_1         409        2047
sky130_fd_sc_hd__a22oi_1         330        2477
sky130_fd_sc_hd__nor2_1          255       957.2
sky130_fd_sc_hd__and3_1          207        1295
sky130_fd_sc_hd__a32oi_1         188        1647
sky130_fd_sc_hd__clkbuf_1        148       555.5
sky130_fd_sc_hd__buf_2           131       655.6
sky130_fd_sc_hd__nand4_1         131       819.5
sky130_fd_sc_hd__o22ai_1         100       625.6
sky130_fd_sc_hd__nor4_1           73       456.7
sky130_fd_sc_hd__nand2_1          59       221.5
sky130_fd_sc_hd__a222oi_1         47       470.5
sky130_fd_sc_hd__a22o_1           41       359.1
[logic make-up (layout without fill, tap and decap cells)]
kind of cell | Yosys count | in the layout | share of synthesized area (%)
mux | 5 | 5 | 0.06874
flops | 1872 | 1872 | 77.21
compound gates | 923 | 923 | 10.00
latches | 8 | 8 | 0.1650
buf+inv | 373 | 855 | 2.614
other cells | 0 | 103 | 0
xor+xnor | 4 | 4 | 0.04813
simple gates | 1282 | 1282 | 9.894
[cell type report]
type                    count  area share, %
flip-flops and latches   1880          66.46
clock inverters           132          1.630
multi-input cells        2214          17.65
inverters                   3        0.01328
clock buffers             235          6.034
well taps                2370          3.498
diodes                    103         0.3041
repair buffers            485          4.416
[routing by layer]
metal  track usage (%)  share of wire (%)
met1             59.84                 27
met2             70.96                 37
met3             58.17                 22
met4             53.89                 12
met5             42.15                1.7
Power is estimated from default activity; no workload was simulated.
